## flow/config.mk

```make
export PLATFORM = sky130hd
export DESIGN_NAME = regfile
export DESIGN_NICKNAME = regfile
export VERILOG_FILES = /design/flow/design.v
export SDC_FILE = /design/flow/constraint.sdc
export NUM_CORES = 4
export LEC_CHECK = 1
export CORE_UTILIZATION = 50
```

## flow/constraint.sdc

```tcl
current_design regfile

set clk_period 1.0
set clk_io_pct 0.2

create_clock -name clk0 -period $clk_period [get_ports {clock}]

set non_clock_inputs [all_inputs -no_clocks]
set_input_delay [expr $clk_period * $clk_io_pct] -clock clk0 $non_clock_inputs
set_output_delay [expr $clk_period * $clk_io_pct] -clock clk0 [all_outputs]
```

## flow/design.v

```verilog
`timescale 1ns / 1ns
module regfile
(
    input [3:0] dstE,
    input [31:0] valE,
    input [3:0] dstM,
    input [31:0] valM,
    input reset,
    input clock,
    output [31:0] r0,
    output [31:0] r1,
    output [31:0] r2,
    output [31:0] r3,
    output [31:0] r4,
    output [31:0] r5,
    output [31:0] r6,
    output [31:0] r7
);
reg [31:0] reg0;
reg [31:0] reg1;
reg [31:0] reg2;
reg [31:0] reg3;
reg [31:0] reg4;
reg [31:0] reg5;
reg [31:0] reg6;
reg [31:0] reg7;
assign r0 = reg0;
assign r1 = reg1;
assign r2 = reg2;
assign r3 = reg3;
assign r4 = reg4;
assign r5 = reg5;
assign r6 = reg6;
assign r7 = reg7;
always @(posedge clock, negedge reset)begin
	if (~reset) begin
	   reg0 <= 32'b0;
	   reg1 <= 32'b0;
	   reg2 <= 32'b0;
	   reg3 <= 32'b0;
	   reg4 <= 32'b0;
	   reg5 <= 32'b0;
	   reg6 <= 32'b0;
	   reg7 <= 32'b0;
	end
	else begin
	   case (dstE)
	       4'b0000:  reg0 <= valE;
	       4'b0001:  reg1 <= valE;
	       4'b0010:  reg2 <= valE;
	       4'b0011:  reg3 <= valE;
	       4'b0100:  reg4 <= valE;
	       4'b0101:  reg5 <= valE;
	       4'b0110:  reg6 <= valE;
	       4'b0111:  reg7 <= valE;
	       default:  ;
	   endcase  
	   case (dstM)
	       4'b0000:  reg0 <= valM;
	       4'b0001:  reg1 <= valM;
	       4'b0010:  reg2 <= valM;
	       4'b0011:  reg3 <= valM;
	       4'b0100:  reg4 <= valM;
	       4'b0101:  reg5 <= valM;
	       4'b0110:  reg6 <= valM;
	       4'b0111:  reg7 <= valM;
	       default:  ;  
	   endcase
	end
end
endmodule
```

## flow/run.sh

```bash
#!/bin/bash
# OpenROAD 26Q1-2900-gdf79404cd8, Yosys 0.63+post, stock flow scripts
make -C /OpenROAD-flow-scripts/flow DESIGN_CONFIG=/design/flow/config.mk WORK_HOME=/design/flow/orfs finish
```

==> flow_results.org <==
#+TITLE: Flow metrics

** Routing
- Number of design-rule violations left by the first detailed-router iteration :: 906
- Remaining routing DRC violations :: 0
- First-pass iteration count of the detailed router :: 5
- Via-to-Cell Ratio :: 5.66
- The routed layout has 12100 vias.
- In this run the remaining antenna-violating nets after routing total 0.
- The routed design shows a wire length per standard cell of 23.1 um.
- Summed over all layers, the routed wires come to 49.3 mm.
- Antenna diode count :: 0

** Global route
- The initial antenna violation count was 0.
- The number of global-route vias before repair was 11700.
- Per the GRT congestion report, total overflow comes to 0.
- All-Layer GR Usage :: 0.379
- The first global-routing pass estimated 70.5 mm of wire.
- Entering global routing, the biggest net connects 47 pins.

** Final timing
- Endpoints with negative setup slack in the final report add up to 266.
- Max-slew check failures listed in the final report amount to 0.
- Final hold slack :: -0.107 ns
- The final timing report lists clock skew as 0 ns.
- Counting endpoints that fail hold in the final report gives 179.
- In the finished design, the share of the clock period the worst path needs comes to 1.31.
- In the post-route analysis, the smallest setup slack over all paths is -0.312 ns.
- Slew Limit Headroom :: 0.494
- The transition time recorded at the tightest slew-check pin is 0.756 ns.
- Setup repair after global routing could not meet its margin everywhere.
- FMAX :: 762 MHz
- In the final timing run, aggregate negative setup slack is -62.83 ns.
- Subtracting the final worst setup slack from the clock period gives 1.31 ns.

** Clocking
- The later pin in the worst-skew pair is clocked with a latency of 0.54 ns.
- Buffers inserted during clock tree synthesis total 28.
- Number of clock sinks seen by CTS :: 256
- Clock Pin Slew Worst Setup and Hold Paths :: 0.06 ns
- The root buffer cell chosen for the clock tree is sky130_fd_sc_hd__clkbuf_16.
- TritonCTS built the clock tree.
- Looking at the clock tree report, the H-tree level count equals 1.
- Number of buffers on the longest clock path :: 3

** Yosys
- Simple logic cell fraction of the synthesized area :: 0.0993
- Count of unique library cells instantiated by Yosys :: 19
- After synthesis, the share of cell area in mux cells is 0.204.
- For reference, the top logic cell family by area is multiplexers.
- For this run, the register share of the synthesized area comes to 0.511.
- A synthesized cell averages 10.5 um^2.
- Netlist Area Pre-Place :: 12500 um^2
- Synthesized-area fraction occupied by adder cells :: 0
- Per the Yosys statistics, synthesis produced 1191 cells.
- After technology mapping, the gate count stands at 1191.
- Count of synthesis-stage warnings from yosys :: 1
- Per the synthesis report, the AND-OR/OR-AND share of the synthesized area is 0.112.
- The chip area line in the Yosys stat output reads 12500 um^2.
- Fraction of synthesized cell area in xor and xnor cells :: 0
- The synthesized design contains 256 register bits.

** Setup path
- Data required, critical path :: 0.80 ns
- Startpoint types :: flop
- Looking at the reg2reg group, the worst path ends at reg5[30].
- Per the timing report, the most critical flop-to-flop path originates at reg5[30].
- Setup Crit Path Kind :: reg2out
- Worst path buffer plus inverter count :: 1
- STA classifies the critical path endpoint as a primary output.
- The largest individual stage delay along the critical path comes from the cell sky130_fd_sc_hd__dfrtp_1.
- Total number of cells along the worst setup path :: 1
- Delay of the slowest cell on the worst path :: 0.43 ns
- Delay-heaviest family, CP :: flip-flops
- Reg-to-reg slack, setup :: -0.05 ns
- Cell breakdown of the critical path :: buf_2
- CP Data Arrival Time :: 1.11 ns
- STA shows the worst reg2reg path with a cell count of 5.
- In this run the worst path has a maximum fanout of 2.

** Finish
- Final non-filler cell total :: 2133
- Fraction of final layout cells with drive strength greater than 1 :: 0.437
- Most common logic cells in the final layout :: sky130_fd_sc_hd__buf_2 (258), sky130_fd_sc_hd__dfrtp_1 (255), sky130_fd_sc_hd__buf_4 (243)
- Per the layout area report, the register area comes to 6410 um^2.
- Non-Filler Cell Area, Final :: 20000 um^2
- Between the synthesized netlist and the finished layout, the area growth was recorded as 59.3%.
- Leaving out fill and tap cells, the most frequent cell in the layout is sky130_fd_sc_hd__buf_2.
- The finished layout reports a core utilization of 0.817.
- The layout has 1302 filler cells.
- Area of combinational cells with multiple inputs :: 5510 um^2

** Job
- The report counts max-capacitance violations totalling 0.
- The tool warning count for the run is 31.

** Placement
- The placed instances occupy a cell area of 17500 um^2.
- Port Buf Inserts :: 329
- DP HPWL :: 26.8 mm
- Routability-driven placement congestion ratio :: 0.878
- Once placement completed, the tool counted placed cells totaling 1877.

** Die
- Number of top-level pins :: 330
- Placeable core region :: 24500 um^2
- The report lists the number of standard-cell rows as 57.
- Starting density of the core :: 0.513
- Horizontal extent of the die :: 160 um
- Per the OpenROAD floorplan log, the height of the die is 160 um.
- Area of the chip :: 25700 um^2

** Power
- Portion of total power attributed to combinational logic :: 0.297
- Static Leak :: 0.00905 uW
- Peak ir drop on the vdd network :: 1.43 mV
- Switching Fraction :: 0.278
- The internal power of the cells totals 24700 uW.
- Per the OpenROAD power report, switching power amounts to 9510 uW.
- Fraction of power consumed by sequential logic :: 0.408
- Total power density per cell area :: 1710 nW/um^2
- Of the total power, the clock network draws 0.295.
- Power comes to 34200 uW.

** Run status
- Failing checks :: hold timing, setup timing
- Status :: complete, but fails checks

** Worst hold path
- Kind of path behind the tightest hold check :: in2async
per-layer routing:
metal,part of all wire,track usage
met2,0.44,0.538
met5,0,0
met4,0.038,0.112
met3,0.12,0.140
met1,0.40,0.574
power by group through the flow:
| stage | clock [uW] | combinational (uW) | sequential [uW] |
|---|---|---|---|
| CTS | 10200 | 8880 | 13900 |
| global route | 10500 | 11000 | 14200 |
| finish | 10100 | 10200 | 14000 |
stage by stage:
stage	setup WS, ns	hold slack (ns)
final	-0.312	-0.107
after global routing	-0.335	-0.112
after CTS	-0.317	-0.123
after detailed placement	-0.952	0.109
after global placement	-0.929	0.121
after floorplan	-0.367	-0.0956
worst min-delay path, cell delays in order:
cell	delay (ns)
sky130_fd_sc_hd__buf_8	0.10
sky130_fd_sc_hd__buf_16	0.12
sky130_fd_sc_hd__buf_16	0.16
sky130_fd_sc_hd__buf_12	0.20
area by class of cell:
cell class | instances | share of cell area
well taps | 324 | 0.0203
flip-flops and latches | 256 | 0.321
clock buffers | 43 | 0.0415
multi-input cells | 784 | 0.276
repair buffers | 722 | 0.339
clock inverters | 4 | 0.00225
worst max-delay path by stage:
stage	from	slack [ns]	endpoint
finish	reg1[22]	-0.31	r1[22]
global route	reg2[6]	-0.34	r2[6]
CTS	reg2[0]	-0.32	r2[0]
logic make-up (layout without fill, tap and decap cells):
kind of cell           after synthesis  in the layout
AND-OR/OR-AND                      256            256
multiplexers                       256            256
AND/OR/NAND/NOR                    272            272
flip-flops                         256            256
buffers and inverters              151            769
timing repair:
item	4_1_cts	5_1_grt
resized	924	107
cloned	26	16
setup buffers	121	67
hold endpoints to repair	256	207
setup endpoints to repair	512	474
pin swaps	9	23
state kept, by name, summed over array words and instances (netlist names):
register  cells
reg2         32
reg5         32
reg0         32
reg3         32
reg7         32
reg4         32
reg6         32
reg1         32
Yosys cell counts, drive strengths merged:
library cell,instances,area share
and4bb,6,0.0060
nor2,32,0.0096
o21ai,224,0.10
a21oi,32,0.013
nand4b,2,0.0019
mux2i,256,0.20
nor4b,6,0.011
dfrtp,256,0.51
nor4,2,0.0034
buf,109,0.060
nand2,224,0.067
clkbuf,42,0.013
Power and IR drop assume default switching activity.
