==> /design/flow/design.v <==
module Timer(clk, rst, clr, pause,
				 Rinsing_timer, Draining_timer, Dehydrating_timer, Warning_timer,
				 second, cnt_one_tenth_sec, cnt_sec, cnt_ten_sec, cnt_min);
	input clk, rst, clr;
	input pause;			 
	output reg Rinsing_timer, Draining_timer, Dehydrating_timer, Warning_timer;
	reg [13:0] posclk_cnt;
	reg [8:0] pos_9375clk_cnt;		 
	reg [12:0] one_tenth_second_cnt;
	output reg [3:0] cnt_one_tenth_sec, cnt_sec, cnt_ten_sec, cnt_min;
	output reg second;
	reg ten_second, minute, clk_9375;
	reg q0, q1;
	assign double_edge_detect = q0 ^ q1;
	always @(posedge clk or negedge rst or negedge clr)	 
		begin
			if (!rst)
				begin
					posclk_cnt <= 0;
					clk_9375 <= 1;
				end
			else if (!clr)
				begin
					posclk_cnt <= 0;
					clk_9375 <= 1;
				end
			else if (!pause)
				begin
					posclk_cnt <= posclk_cnt;
					clk_9375 <= clk_9375;
				end
			else if (posclk_cnt == 9375)	 
				begin
					posclk_cnt <= 0;
					clk_9375 <= 0;
				end
			else
				begin
					posclk_cnt <= posclk_cnt + 1;
					clk_9375 <= 1;
				end
		end			
	always @(negedge rst or negedge clr or negedge clk_9375)	 
		begin
			if (!rst)
				pos_9375clk_cnt <= 0;
			else if (!clr)
				pos_9375clk_cnt <= 0;
			else if (!pause)
				pos_9375clk_cnt <= pos_9375clk_cnt;
			else if (clk_9375 == 0)
				pos_9375clk_cnt <= pos_9375clk_cnt + 1;
		end
	always @(posedge clk or negedge rst)
		begin
			if(!rst)
				begin
					q0 <= 0;
					q1 <= 0;
				end
			else
				begin
					q0 <= pos_9375clk_cnt[8];		 
					q1 <= q0;
			end
		end
	always @(negedge rst or negedge clr or posedge double_edge_detect)
		begin
			if (!rst)
				one_tenth_second_cnt <= 0;
			else if (!clr)
				one_tenth_second_cnt <= 0;
			else if (!pause)
				one_tenth_second_cnt <= one_tenth_second_cnt;
			else
				one_tenth_second_cnt <= one_tenth_second_cnt + 1;
		end
	always @(posedge clk or negedge rst or negedge clr)
		begin
			if (!rst)
				begin
					Rinsing_timer <= 1;
					Draining_timer <= 1;
					Dehydrating_timer <= 1;
					Warning_timer <= 1;
				end
			else if (!clr)
				begin
					Rinsing_timer <= 1;
					Draining_timer <= 1;
					Dehydrating_timer <= 1;
					Warning_timer <= 1;
				end
			else if (one_tenth_second_cnt == 100)	 
				begin
					Rinsing_timer <= 1;
					Draining_timer <= 1;
					Dehydrating_timer <= 1;
					Warning_timer <= 0;
				end
			else if (one_tenth_second_cnt == 300)	 
				begin
					Rinsing_timer <= 1;
					Draining_timer <= 0;
					Dehydrating_timer <= 1;
					Warning_timer <= 1;
				end
			else if (one_tenth_second_cnt == 3000)	 
				begin
					Rinsing_timer <= 1;
					Draining_timer <= 1;
					Dehydrating_timer <= 0;
					Warning_timer <= 1;
				end
			else if (one_tenth_second_cnt == 6000)	 
				begin
					Rinsing_timer <= 0;
					Draining_timer <= 1;
					Dehydrating_timer <= 1;
					Warning_timer <= 1;
				end
			else 
				begin
					Rinsing_timer <= 1;
					Draining_timer <= 1;
					Dehydrating_timer <= 1;
					Warning_timer <= 1;
				end
		end
	always @(negedge rst or negedge clr or posedge double_edge_detect)
		begin
			if (!rst)
				begin
					cnt_one_tenth_sec <= 0;
					second <= 1;
				end
			else if (!clr)
				begin
					cnt_one_tenth_sec <= 0;
					second <= 1;
				end
			else if (!pause)
				begin
					cnt_one_tenth_sec <= cnt_one_tenth_sec;
					second <= second;
				end
			else if (cnt_one_tenth_sec == 9)
				begin
					cnt_one_tenth_sec <= 0;
					second <= 0;
				end
			else
				begin
					cnt_one_tenth_sec <= cnt_one_tenth_sec + 1;
					second <= 1;
				end
		end
	always @(negedge rst or negedge clr or negedge second)
		begin
			if (!rst)
				begin
					cnt_sec <= 0;
					ten_second <= 1;
				end
			else if (!clr)
				begin
					cnt_sec <= 0;
					ten_second <= 1;
				end
			else if (!pause)
				begin
					cnt_sec <= cnt_sec;
					ten_second <= ten_second;
				end
			else if (cnt_sec == 9)
				begin
					cnt_sec <= 0;
					ten_second <= 0;
				end
			else
				begin
					cnt_sec <= cnt_sec + 1;
					ten_second <= 1;
				end
		end
	always @(negedge rst or negedge clr or negedge ten_second)
		begin
			if (!rst)
				begin
					cnt_ten_sec <= 0;
					minute <= 1;
				end
			else if (!clr)
				begin
					cnt_ten_sec <= 0;
					minute <= 1;
				end
			else if (!pause)
				begin
					cnt_ten_sec <= cnt_ten_sec;
					minute <= minute;
				end
			else if (cnt_ten_sec == 5)
				begin
					cnt_ten_sec <= 0;
					minute <= 0;
				end
			else
				begin
					cnt_ten_sec <= cnt_ten_sec + 1;
					minute <= 1;
				end
		end
	always @(negedge rst or negedge clr or negedge minute)
		begin
			if (!rst)
				cnt_min <= 0;
			else if (!clr)
				cnt_min <= 0;
			else if (!pause)
				cnt_min <= cnt_min;
			else if (cnt_ten_sec == 9)
				cnt_min <= 0;
			else
				cnt_min <= cnt_min + 1;
		end
endmodule
==> /design/flow/run.sh <==
#!/bin/bash
# OpenROAD 26Q1-2900-gdf79404cd8, Yosys 0.63+post, stock flow scripts
make -C /OpenROAD-flow-scripts/flow DESIGN_CONFIG=/design/flow/config.mk WORK_HOME=/design/flow/orfs finish
==> /design/flow/config.mk <==
export PLATFORM = sky130hd
export DESIGN_NAME = Timer
export DESIGN_NICKNAME = Timer
export VERILOG_FILES = /design/flow/design.v
export SDC_FILE = /design/flow/constraint.sdc
export NUM_CORES = 4
export LEC_CHECK = 1
export CORE_UTILIZATION = 40
==> /design/flow/constraint.sdc <==
current_design Timer

set clk_period 2.6
set clk_io_pct 0.2

create_clock -name clk0 -period $clk_period [get_ports {clk}]

set non_clock_inputs [all_inputs -no_clocks]
set_input_delay [expr $clk_period * $clk_io_pct] -clock clk0 $non_clock_inputs
set_output_delay [expr $clk_period * $clk_io_pct] -clock clk0 [all_outputs]
==> results.txt <==
GP Congestion: 0.798
final setup TNS: 0 ns
Design Area, Final: 3230 um2
Max Fanout on Critical Path: 1
dpl cells: 374
final hold violations: 0
initial DRC count: 66
CP delay by family, top: flip-flops
HPWL Detailed: 3.15 mm
die height: 86.0 um
CTS buffer count: 3
chip area: 7400 um2
ys async rst share: 1.00
vias in the first global route: 1,589
Top Ports: 25
Remaining DRCs: 0
Avg Inst Size Synth: 11.1 um2
peak supply drop: 0.161 mV
top cells by count, synth: dfrtp_1 (33), nand2_1 (30), xnor2_1 (25), dfrtn_1 (21), nor2_1 (18)
top post-synthesis cells by area: dfrtp_1 (29%), dfrtn_1 (19%), xnor2_1 (7.8%)
r2r worst-path depth: 5
Worst Path Arrival: 1.22 ns
row cnt: 30
flip-flops with a built-in enable: 0
fmax: 0.574 GHz
FF-to-FF End: posclk_cnt[7]
cell accounting for the most synthesized area: dfrtp_1
buffers plus inverters on the worst setup path: 1
cts hold-fix bufs: 0
total number of vias: 1,831
CTS tree: yes
iteration tally of the first detailed-router pass: 4
Tool Warnings: 26
CTS Buffer Depth: 2
hold depth: 0
drt via density: 4.84
layout cells sized above 1: 0.103
#FFs+latches synth: 62
CP cell instances: clkdlybuf4s50_1
Clock transition at path regs: 0.07 ns
Slew Limit Fails: 0
Flop area: 1560 um2
width of the chip: 86.0 um
antenna violations before repair: 0
clk_skew: 0.00346 ns
Most common reg cell: dfrtp_1
Slew HR: 0.540
total wire length: 4.35 mm
Synthesis Warnings: 2
Area after DPL: 3190 um2
Port Buffer Count: 24
Overflow after GRT: 0
first-pass GRT wire length: 7.38 mm
distinct lib cells: 42
count of cells resized by post-cts repair: 0
Yosys top cell by instances: dfrtp_1
Seq/Total Area, Yosys: 0.553
utilization after layout: 0.476
Reg2Reg Setup Slack: 1.06 ns
final setup violation count: 0
CP Class: register to output pin
endpoints left unconstrained: 63
Clk Latency, worst-skew pair: 0.25 ns
Root Driver: clkbuf_8
diode count: 0
register pins left without a clock: 41
core area: 6790 um2
power per cell area: 233 nW/um2
worst hold path class: register to register
fin cells: 378
YS chip area: 2830 um2
pre-placement core utilization: 0.416
status: finished, final reports clean
Synth-to-Final Area Change: 14.5%
worst setup path startpoint: Draining_timer
Leak Pwr: 1.43 nW
slowest CP cell: dfstp_2
H-tree depth: 1
Max-cap violations: 0
total track usage: 0.126
Detail Route Antenna Nets: 0
FF-to-FF Start: posclk_cnt[0]
part of the cycle the worst path needs: 0.670
FILL cells: 594
area occupied by multi-input gates: 1210 um2
critical path's largest stage delay: 0.51 ns
Crit path required time: 2.08 ns
Period minus WS final: 1.74 ns
WL/cell: 11.5 um
worst slew pin tran: 0.690 ns
Synth Cell Area: 2830 um2
Startpoint Class: register
ys cells: 255
synthesized instance count: 255
pin count of the biggest net entering global routing: 36
number of setup buffers added after CTS: 0
top cell type's share of synthesized area: 0.292
Setup crit end: Draining_timer
Crit. End Element: output pin
CP Depth: 1
RSZ-0062 raised after global routing: no
## registers in the layout, indices dropped and copies added, names as in the netlist, 4 cells and up
signal,cells
cnt_ten_sec,4
cnt_one_tenth_sec,4
pos_9375clk_cnt,9
cnt_min,4
one_tenth_second_cnt,13
cnt_sec,4
posclk_cnt,14
## power by group
group          switching [mW]  internal, mW
logic                  0.0779        0.0566
clock network          0.0940         0.109
registers              0.0489         0.367
total                   0.221         0.533
## worst register-to-register path, cell delays in order (launching register included)
cell and delay, ns:
dfrtp_1 0.41, ha_1 0.23, nand3_1 0.15, or2_4 0.29, nor3_4 0.27, nor2_1 0.09
## per-stage QoR
step	setup slack, ns	power [mW]	hold slack [ns]
floorplan	0.267	0.522	0.224
global placement	0.644	0.555	0.380
detailed placement	0.631	0.558	0.387
CTS	0.843	0.767	0.404
global route	0.789	0.798	0.415
finish	0.859	0.753	0.397
## worst min path at each step
stage / start / endpoint / slack [ns]
4_1_cts: q0 / q1 / 0.40
5_1_grt: q0 / q1 / 0.42
6_report: q0 / q1 / 0.40
## kinds of logic after synthesis
| family | after synthesis | synth area share |
|---|---|---|
| and+or+nand+nor | 115 | 0.231 |
| DFF | 62 | 0.553 |
| xor gates and xnor gates | 39 | 0.121 |
| AOI/OAI and AO/OA | 19 | 0.0425 |
| buffers and inverters | 12 | 0.0190 |
| adders and majority gates | 5 | 0.0221 |
| muxes | 3 | 0.0115 |
## layout make-up
cell class                 count  area share
sequential                    62       0.483
multi-input combinational    181       0.374
timing repair buffer          28      0.0836
tap                           96      0.0371
clock buffer                   4      0.0139
inverter                       7     0.00812
## per-layer routing
layer  part of all wire  global-route usage
met3              0.028             0.00879
met5                  0                   0
met2               0.45               0.190
met1               0.52               0.217
met4             0.0023             0.00909
## cell usage in the layout (no fill, tap or decap), types with 3 or more instances in the layout
master,synthesis,layout
dfrtp_1,33,33
nand2_1,30,30
xnor2_1,25,25
clkdlybuf4s50_1,0,24
dfrtn_1,21,21
nor2_1,18,18
xor2_1,14,14
nand3_1,14,14
o21ai_0,11,11
nand4_1,9,9
dfstp_2,8,8
inv_1,7,7
nor2b_1,6,6
nor3_1,5,5
nand2b_1,5,5
and3_1,5,5
ha_1,5,5
buf_4,1,4
and4b_1,3,3
clkbuf_8,0,3
No activity file was given, so power comes from the tool's default toggle rates.
