==> flow/constraint.sdc <==
current_design processor

set clk_period 193.2
set clk_io_pct 0.2

create_clock -name clk0 -period $clk_period [get_ports {clock}]

set non_clock_inputs [all_inputs -no_clocks]
set_input_delay [expr $clk_period * $clk_io_pct] -clock clk0 $non_clock_inputs
set_output_delay [expr $clk_period * $clk_io_pct] -clock clk0 [all_outputs]
==> flow/design.v <==
`timescale 1ns / 1ns
module processor
(
    input clock,
    input [8:0] addr,
    input wr,
    input [31:0] wdata,
    input working,
    output [3:0] icode,
    output [3:0] ifun,
    output [3:0] rA,
    output [3:0] rB,
    output [15:0] valC
);
wire [31:0] rdata;
ram u1 (
    .clock(clock), 		
	.addr(addr), 
	.wr(wr),
	.wdata(wdata),
	.rd(working),
	.rdata(rdata[31:0])
);
assign icode = rdata[31:28];
assign ifun = rdata[27:24];
assign rA = rdata[23:20];
assign rB = rdata[19:16];
assign valC = rdata[15:0];
endmodule
`timescale 1ns / 1ns
module ram
(
    input clock,
    input [8:0] addr,
    input wr,
    input [31:0] wdata,
    input rd,
    output reg [31:0] rdata
);
reg [31:0] memory [0:511];
always @(posedge clock) begin
if (wr == 1)
	memory[addr] <= wdata;
if (rd == 1)
	rdata <= memory[addr];
end
endmodule
==> flow/config.mk <==
export PLATFORM = sky130hd
export DESIGN_NAME = processor
export DESIGN_NICKNAME = processor
export VERILOG_FILES = /design/flow/design.v
export SDC_FILE = /design/flow/constraint.sdc
export NUM_CORES = 4
export LEC_CHECK = 1
export CORE_UTILIZATION = 50
export SYNTH_MEMORY_MAX_BITS = 65536
==> flow/run.sh <==
#!/bin/bash
# OpenROAD 26Q1-2900-gdf79404cd8, Yosys 0.63+post, stock flow scripts
make -C /OpenROAD-flow-scripts/flow DESIGN_CONFIG=/design/flow/config.mk WORK_HOME=/design/flow/orfs finish
==> GITHUB_STEP_SUMMARY <==
### Flow metrics

| Metric | Value |
|---|---|
| Seq/Total Area, Yosys | around 79% |
| Num rows | around 410 |
| Layout Skew | ~0.18 ns |
| Async SR Flop Fraction | 0% |
| Sequential cell fraction of total power | 52.7% |
| Overall Global Routing Usage | between 30% and 40% |
| Ratio of cells with drive above 1 in the final layout | approximately 28% |
| Yosys stat cell total | between 20000 and 30000 |
| Hold crit path type | reg -> reg |
| Largest net degree at the start of global routing | about 110 |
| Critical-path maximum fanout | 57 |
| Yosys Chip Area | 0.624 mm² |
| FMAX | just over 20 MHz |
| Cell Int Power | around 5.9 mW |
| Clock transition at the registers of the reported paths | 0.06 ns |
| R2R cell count | 7 |
| # H-tree levels | 7 |
| Die Width | about 1100 µm |
| Met2 Usage GRT | approximately half |
| Critical path startpoint category | input port |
| Hold depth | 4 |
| Final setup viols | 0 |
| Core area | about 1.2 mm² |
| Die Height | 1120 µm |
| P&R area growth vs syn | 14.7% |
| FP Core Util | between 50% and 60% |
| Max clock buf depth | 6 |
| Initial antenna violation count | 329 |
| Hold path endpoint | u1.rdata[6]$_DFFE_PP_ |
| R2r startpoint | u1.memory[27][28]$_DFFE_PP_ |
| Switch Pwr | between 1.5 and 2 mW |
| CP arrival | around 50 ns |
| Cell Count, Final, Fillers Out | roughly 49000 |
| Vias in the first global route | 341000 |
| Port Buffers | 75 |
| Hold wc startpoint | u1.memory[200][6]$_DFFE_PP_ |
| Syn Std Cell Area | about 0.62 mm² |
| Post-CTS Setup Inserts | 0 |
| DRC violations left | 0 |
| Switching part of the total | 21.5% |
| Gr ovfl total | 0 |
| Number of CTS-inserted buffers | between 1500 and 2000 |
| Worst slew pin tran | ~1.7 ns |
| Syn Area/Cell | about 22 µm² |
| Yosys warns | 1 |
| Log Warnings | 34 |
| Slew Limit Fails | ~40 |
| Clock power frac | a little over two fifths |
| R2r setup slk | between 150 and 200 ns |
| Post-layout period usage | around 25% |
| CTS sink cnt | about 16000 |
| Final Total Pwr | around 7.5 mW |
| Failing checks | capacitance limit, slew limit |
| Met1 GRT Util | 40.3% |
| Status | finished with violations |
| First-pass GRT wire length | 2920000 µm |
| Placer congestion estimate | slightly above 1 |
| DRT Pass-1 Iters | 6 |
| Setup TNS Final | 0 ns |
| RSZ-0062 raised after global routing | false |
| Placed cell count | 45000 |
| Starting DRT DRC Count | between 20000 and 30000 |
| Gate power share | 4.8% |
| DP HPWL | ~1400000 µm |
| Distinct lib cells | between 70 and 80 |
| Critical Path RT | a little under 200 ns |
| Hold_ws | ~0.97 ns |
| Top-Level Pins | approximately 76 |
| Max Cap Viol | 5 |
| Final Hold Violation Tally | 0 |
| Wirelength per Cell | ~44 µm |
| GRT busiest layer | met2 |
| Via/cell ratio | 6.53 |
| Worst-case vdd ir drop | 0.00852 mV |
| Top_reg_cell synth | edfxtp_1 |
| Vias | between 300k and 400k |
| Clk root buf | clkbuf_16 |
| Pwr Density | 10.4 mW/mm² |
| Cts hold-fix bufs | 0 |
| Crit Path Class | in -> reg |
| Flip-flops with a built-in enable | 16400 |
| Post-layout min period | approximately 48 ns |
| R2R Path End | u1.rdata[28]$_DFFE_PP_ |
| Met3 Usage GRT | approximately two fifths |
| Clk latency of the worst-skew pair | 1.41 ns |
| Critical Path End Type | register |
| TritonCTS clock tree | done |
| PostCTS Resize Cnt | 0 |
| Slew HR | -12.9% |
| Cells after Synth | ~28000 |
| Final wirelength | approximately 2200000 µm |
| FF+latch count, synth | around 16000 |
| Pleak | between 200 and 250 nW |
| DRT antenna net count | 0 |
| Die area | ~1.3 mm² |
==> how the worst max path moves through the flow <==
stage / start / endpoint / slack [ns]
finish: addr[0] / u1.rdata[0]$_DFFE_PP_ / 145.07
CTS: addr[0] / u1.rdata[0]$_DFFE_PP_ / 144.96
global route: addr[0] / u1.rdata[0]$_DFFE_PP_ / 144.20
==> routing by layer <==
layer | share of wire (%) | vias to the layer above
met5 | 1.6 | -
met4 | 6.9 | 583
met3 | 25 | 5147
met2 | 41 | 29700
met1 | 25 | 159000
li1 | - | 126000
==> kinds of logic (layout without fill, tap and decap cells) <==
logic type	after synthesis	count (layout)	share of synthesized area, %
AOI/OAI and AO/OA	2840	2840	3.24
buffers and inverters	1643	5382	1.47
DFF	16400	16400	79.0
muxes	5115	5115	14.8
other	0	1057	0
and+or+nand+nor	1827	1827	1.45
==> cell type report <==
cell class	count	area, µm²
Inverter	16	72.6
Clock inverter	983	8200
Timing Repair Buffer	2306	18200
Fill cell	87200	529000
Tap cell	16500	20600
Sequential cell	16400	493000
Antenna cell	1057	2650
Clock buffer	2077	45000
Multi-Input combinational cell	9782	128000
==> worst max-delay path, cell delays in order <==
cell	delay, ns
buf_16	0.33
buf_4	0.65
buf_4	0.54
buf_4	0.47
buf_4	0.57
buf_4	0.54
buf_4	0.51
buf_4	0.56
buf_4	0.61
buf_4	0.64
buf_4	0.68
buf_4	0.53
buf_4	0.72
mux2i_1	0.27
o22ai_1	0.10
nor4_1	0.75
a31oi_1	0.48
nor4_2	0.39
buf_4	0.22
nand4_1	0.12
or4_1	0.55
==> Yosys cell counts, types with 11 or more instances <==
| cell | instances | area, µm² |
|---|---|---|
| mux4_2 | 3307 | 74500 |
| inv_1 | 14 | 52.6 |
| nand4_1 | 205 | 1280 |
| and3_1 | 41 | 257 |
| nor4_1 | 152 | 951 |
| a211oi_1 | 31 | 233 |
| buf_2 | 408 | 2040 |
| nand2b_1 | 26 | 163 |
| and2_1 | 18 | 113 |
| mux2i_1 | 1738 | 17400 |
| o221ai_1 | 24 | 210 |
| a32o_1 | 14 | 140 |
| and4_1 | 36 | 315 |
| a31oi_1 | 153 | 957 |
| clkbuf_1 | 625 | 2350 |
| a22oi_1 | 882 | 6620 |
| a32oi_1 | 49 | 429 |
| mux2_2 | 70 | 788 |
| or4_1 | 27 | 203 |
| o31a_1 | 11 | 96.3 |
| nand2_1 | 327 | 1230 |
| edfxtp_1 | 16400 | 493000 |
| buf_4 | 279 | 2090 |
| buf_1 | 125 | 469 |
| a22o_1 | 165 | 1450 |
| a221o_1 | 57 | 571 |
| nor2b_1 | 27 | 169 |
| o211ai_1 | 25 | 188 |
| nor3_1 | 85 | 425 |
| a21oi_1 | 277 | 1390 |
| nand3_1 | 176 | 881 |
| buf_6 | 189 | 2130 |
| a221oi_1 | 348 | 3050 |
| o21ai_0 | 264 | 1320 |
| nor2_1 | 627 | 2350 |
| o22ai_1 | 444 | 2780 |
| a2111oi_0 | 25 | 219 |
| or3_1 | 16 | 100 |
==> state kept, by name (all words and copies together) (netlist names) <==
name       cells
u1.memory  16384
u1.rdata      32
==> cell usage in the layout, fill, tap and decap left out, drive strengths merged, types with 176 or more instances in the layout <==
| master | count |
|---|---|
| o21ai | 266 |
| clkbuf | 2077 |
| nand4 | 205 |
| mux4 | 3307 |
| nand2 | 327 |
| nand3 | 176 |
| a221oi | 348 |
| a22oi | 882 |
| diode | 1057 |
| o22ai | 444 |
| clkinv | 781 |
| edfxtp | 16400 |
| a21oi | 277 |
| nor2 | 627 |
| buf | 2273 |
| mux2i | 1738 |
==> power groups by stage <==
stage         combinational, mW  clock (mW)  sequential [mW]
CTS                       0.346        3.19             3.93
global route              0.367        3.33             3.93
finish                    0.356        3.17             3.93
==> through the flow <==
stage	utilization [%]	setup slack, ns	instance area [µm²]
2_1_floorplan	-	150.65	624000
3_3_place_gp	53.0	143.66	659000
3_5_place_dp	53.0	143.53	660000
4_1_cts	57.3	144.96	713000
5_1_grt	57.4	144.20	715000
6_report	57.5	145.07	716000
Power and IR drop assume default switching activity.
